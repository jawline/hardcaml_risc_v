### design.v
module lut_hdmi(
	input[9:0]             lut_index,    
	output reg[31:0]       lut_data      
);
always@(*)
begin
	case(lut_index)			  
		8'd0: lut_data <= {8'h72,16'h08,8'h35};
		8'd1: lut_data <= {8'h7a,16'h2f,8'h00};
		8'd2: lut_data <= {8'h60,16'h05,8'h10};
		8'd3: lut_data <= {8'h60,16'h08,8'h05};
		8'd4: lut_data <= {8'h60,16'h09,8'h01};
		8'd5: lut_data <= {8'h60,16'h05,8'h04};
		default:lut_data <= {8'hff,16'hffff,8'hff};
	endcase
end
endmodule 
### run.sh
#!/bin/bash
# OpenROAD 26Q1-2900-gdf79404cd8, Yosys 0.63+post, stock flow scripts
make -C /OpenROAD-flow-scripts/flow DESIGN_CONFIG=/design/flow/config.mk WORK_HOME=/design/flow/orfs finish
### config.mk
export PLATFORM = sky130hd
export DESIGN_NAME = lut_hdmi
export DESIGN_NICKNAME = lut_hdmi
export VERILOG_FILES = /design/flow/design.v
export SDC_FILE = /design/flow/constraint.sdc
export NUM_CORES = 4
export LEC_CHECK = 1
export CORE_AREA = 10 10 70 70
export DIE_AREA = 0 0 80 80
### constraint.sdc
current_design lut_hdmi

set clk_period 4.9
set clk_io_pct 0.2

create_clock -name clk0 -period $clk_period

set non_clock_inputs [all_inputs -no_clocks]
set_input_delay [expr $clk_period * $clk_io_pct] -clock clk0 $non_clock_inputs
set_output_delay [expr $clk_period * $clk_io_pct] -clock clk0 [all_outputs]
==> summary.txt <==
Notes on the physical design

Of the synthesized area, sequential elements account for 0%. The placeable core area is about 0.0034 sq mm. The total leakage power is ~0.00022 uW. There are 0 flip-flops and latches. The critical path in this run is classified as input pin to primary output. The worst hold path startpoint is lut_index[4].

For this design, Yosys synthesis ends with a cell count of between 50 and 60. The full die area is between 0.006 and 0.007 sq mm. The pin closest to its max-slew limit shows a slew of ~500 ps.

The highest cell delay on the worst timing path is roughly 540 ps. The initial DRC count is 1. For this run, the total global-route usage over all layers was measured as 3.26%. The mean instance size in the synthesized netlist is 6.77 sq um. The post-cts sizing count is 0. The area used by sequential logic in the layout is 0 sq um. In this run the tool buffered the top-level ports with ~40 buffer cells. Before placement the cells fill between 10 and 15% of the core.

Across the VDD grid, the largest voltage drop is 17.3 uV. Detailed placement ended at an HPWL of 1060 um. Timing would allow up to 0.235 GHz.

The number of antenna violations at the first check in global routing came to 0. The worst setup path is launched from an input pin. The number of nets with antenna violations after detailed routing is 0. The endpoint type of the worst setup path is a primary output. The share of post-route cells with drive strength above 1 is roughly 4.4%. On the critical path the data arrives at around 3300 ps. The global-route wire length before repair is approximately 1700 um.

In the routed design, unresolved DRC markers number 0. The overflow left after global routing is 0. For this run, the share of the core covered by cells in the final layout is 18.6%. The number of buffers and inverters on the critical path is 2.

The headroom to the max-slew limit is about two thirds. In this run the tools logged warnings totalling 32. The final tally of max-slew violations is 0. With fillers left out, the area of the finished cells amounts to 634 sq um. The worst min-delay path endpoint is lut_data[8]. The quantity of hold-fixing buffers added after cts is 0.

The least setup slack across all paths after layout is about 640 ps. The detailed router reported a total wirelength of 1200 um. Checking hold timing, the worst path is listed with class input pin to primary output. The flow ran to the end, and the final reports show no timing, DRC or antenna violations. The final timing report derives a shortest allowable period of around 4300 ps. In the synthesized netlist, the number of instances is slightly above 50. For reference, the final report shows the hold violation count at 0. The cell taking the most area after synthesis is buf_4.

The number of different library cells in the post-synthesis netlist is 16. The layout has 0 clock buffers. The boundary pin count is ~42.

Once placement finished, the instance area stood at between 600 and 700 sq um. The cell that appears most often on the critical path is clkdlybuf4s50_1. Setup repair after global routing left no endpoint under its margin. The final count of negative-setup-slack endpoints is 0. 0 antenna diodes ended up in the layout. The average wire per standard cell is around 11 um.

Counting the warning lines in the Yosys log gives 1. The area recorded from the Yosys report for this design is 345 sq um. The slowest library cell on the worst path is or4_4. The number of placement rows is 21.

After clock tree synthesis, the setup repair step added 0 buffers. Counting instances, the worst hold path has a depth of 4. The placer congestion estimate is a little under 0.7. The vertical extent of the die is 80 um. For this block, the via count after detailed routing is 345. Timing analysis after detailed placement gives a worst setup slack of 555 ps. The maximum number of pins on one net before global-route repair is 19.

The via count of the first global-routing pass came to 322. After synthesis the cells add up to around 350 sq um. The layout-stage area growth over the synthesis result is 83.7%. The pre-antenna-repair detailed-routing pass consisted of 4 iterations. The report lists the cells along the critical path as clkdlybuf4s50_1 -> or4_4 -> nor4_4 -> nand2_1 -> clkdlybuf4s50_1. The final layout reports a setup TNS of 0 ps.

Data on the critical path is required at its endpoint by ~3900 ps. The post-route fraction of the period consumed by the critical path is between 80% and 90%. The floorplan die width is 80 um. The area share of the leading cell type in the synthesized netlist is 47.8%. Grouping stages by cell kind, the critical path spends the most delay in simple AND/OR/NAND/NOR gates. The maximum net fanout on the critical path is 18. In this run the power density over the cells is between 30 and 40 mW/mm^2. Sorting the synthesized cells by area gives the leading types as buf_4 48%, nor2b_1 9.1%, nor4_4 6.2%. The max-cap violation count is 0. Dividing the detail-routed via count by the number of cells gives approximately 3.0.
==> layout make-up <==
| cell class | count | area [sq um] |
|---|---|---|
| fillers | 384 | 2780 |
| repair buffers | 40 | 400 |
| multi-input cells | 28 | 176 |
| well taps | 46 | 57.6 |
==> per-layer routing <==
metal	track usage, %	part of all wire [%]	routed length (um)
met1	3.76	36	429
met2	5.70	50	594
met3	1.48	15	177
met4	0	0	0
met5	0	0	0
==> how the worst max path moves through the flow <==
stage	startpoint	end	depth (start not counted)
5_1_grt	lut_index[6]	lut_data[21]	5
4_1_cts	lut_index[6]	lut_data[16]	5
6_report	lut_index[6]	lut_data[21]	5
==> power by group <==
group          total [uW]  switching (uW)  internal (uW)
registers               0               0              0
clock network           0               0              0
logic                19.2            7.44           11.8
total                19.2            7.44           11.8
==> per-stage QoR <==
step                      std cells  total power (uW)  hold WS, ps
after floorplan                  52              9.64         2030
after global placement          114              19.1         3080
after detailed placement        114              19.4         3070
after CTS                       114              19.5         3080
after global routing            114              21.1         3130
final                           114              19.2         3070
==> logic make-up (layout without fill, tap and decap cells) <==
| kind of cell | after synthesis | after routing | share of synthesized area [%] |
|---|---|---|---|
| buf+inv | 24 | 40 | 50.0 |
| compound gates | 8 | 8 | 14.5 |
| other cells | 1 | 2 | 1.09 |
| simple gates | 18 | 18 | 34.4 |
==> cells in the mapped netlist <==
master	instances
a21o_1	1
a21oi_1	2
buf_4	22
clkbuf_1	2
conb_1	1
nand2_1	5
nand2b_1	2
nand3_1	1
nor2b_1	5
nor3_1	1
nor3b_1	1
nor4_4	1
o211ai_2	1
o21ai_1	4
or3_1	1
or4_4	1
==> cells in the final DEF (no fill, tap or decap) <==
| master | count |
|---|---|
| nor2b_1 | 5 |
| nand2b_1 | 2 |
| a21oi_1 | 2 |
| or4_4 | 1 |
| clkdlybuf4s50_1 | 40 |
| o211ai_2 | 1 |
| nand3_1 | 1 |
| conb_1 | 2 |
| nor4_4 | 1 |
| nor3_1 | 1 |
| or3_1 | 1 |
| nor3b_1 | 1 |
| nand2_1 | 5 |
| a21o_1 | 1 |
| o21ai_1 | 4 |
Power and IR drop assume default switching activity.
