==> design.v <==
module video_signal_generator(
	input                 clk,            
	input                 rst,            
	output                hs,             
	output                vs,             
	output                de,             
	output                w_x_changed,
	output[11:0]          w_active_x
);
parameter H_ACTIVE = 16'd1024;     
parameter V_ACTIVE = 16'd600; 
parameter H_FP = 16'd32;      
parameter H_SYNC = 16'd48;   
parameter H_BP = 16'd240;
parameter V_FP  = 16'd10;      
parameter V_SYNC  = 16'd3;    
parameter V_BP  = 16'd12;     
parameter HS_POL = 1'b0;
parameter VS_POL = 1'b0;
parameter H_TOTAL = H_ACTIVE + H_FP + H_SYNC + H_BP; 
parameter V_TOTAL = V_ACTIVE + V_FP + V_SYNC + V_BP; 
reg x_changed;
reg hs_reg;                       
reg vs_reg;                       
reg hs_reg_d0;                    
reg vs_reg_d0;                    
reg[11:0] h_cnt;                  
reg[11:0] v_cnt;                  
reg[11:0] prev_active_x;               
reg[11:0] active_x;               
reg[11:0] active_y;               
reg h_active;                     
reg v_active;                     
wire video_active;                
reg video_active_d0;              
assign hs = hs_reg_d0;
assign vs = vs_reg_d0;
assign video_active = h_active & v_active;
assign de = video_active_d0;
assign w_active_x  = active_x;
assign w_x_changed = x_changed;
always@(posedge clk or posedge rst)
begin
	if(rst == 1'b1)
		begin
			hs_reg_d0 <= 1'b0;
			vs_reg_d0 <= 1'b0;
			video_active_d0 <= 1'b0;
		end
	else
		begin
			hs_reg_d0 <= hs_reg;
			vs_reg_d0 <= vs_reg;
			video_active_d0 <= video_active;
		end
end
always@(posedge clk or posedge rst)
begin
	if(rst == 1'b1)
		h_cnt <= 12'd0;
	else if(h_cnt == H_TOTAL - 1) 
		h_cnt <= 12'd0;
	else
		h_cnt <= h_cnt + 12'd1;
end
always@(posedge clk or posedge rst)
begin
    if (rst == 1'b1) 
        active_x <= 12'd0;
    else if(h_cnt >= H_FP + H_SYNC + H_BP - 1) 
        active_x <= h_cnt - (H_FP[11:0] + H_SYNC[11:0] + H_BP[11:0] - 12'd1);
    else
        active_x <= 12'd0;
end
always@(posedge clk or posedge rst)
begin
    if (rst == 1'b1) 
        prev_active_x <= 12'd0;
    else
        prev_active_x <= active_x;
end
always@(posedge clk or posedge rst)
begin
    if (rst == 1'b1) 
        x_changed <= 12'd0;
    else 
        x_changed <= (active_x != prev_active_x);
end
always@(posedge clk or posedge rst)
begin
	if(rst == 1'b1)
		v_cnt <= 12'd0;
	else if(h_cnt == H_FP  - 1) 
		if(v_cnt == V_TOTAL - 1) 
			v_cnt <= 12'd0;
		else
			v_cnt <= v_cnt + 12'd1;
	else
		v_cnt <= v_cnt;
end
always@(posedge clk or posedge rst)
begin
	if(rst == 1'b1)
		hs_reg <= 1'b0;
	else if(h_cnt == H_FP - 1) 
		hs_reg <= HS_POL;
	else if(h_cnt == H_FP + H_SYNC - 1) 
		hs_reg <= ~hs_reg;
	else
		hs_reg <= hs_reg;
end
always@(posedge clk or posedge rst)
begin
	if(rst == 1'b1)
		h_active <= 1'b0;
	else if(h_cnt == H_FP + H_SYNC + H_BP - 1) 
		h_active <= 1'b1;
	else if(h_cnt == H_TOTAL - 1) 
		h_active <= 1'b0;
	else
		h_active <= h_active;
end
always@(posedge clk or posedge rst)
begin
	if(rst == 1'b1)
		vs_reg <= 1'd0;
	else if((v_cnt == V_FP - 1) && (h_cnt == H_FP - 1)) 
		vs_reg <= HS_POL;
	else if((v_cnt == V_FP + V_SYNC - 1) && (h_cnt == H_FP - 1)) 
		vs_reg <= ~vs_reg;  
	else
		vs_reg <= vs_reg;
end
always@(posedge clk or posedge rst)
begin
	if(rst == 1'b1)
		v_active <= 1'd0;
	else if((v_cnt == V_FP + V_SYNC + V_BP - 1) && (h_cnt == H_FP - 1)) 
		v_active <= 1'b1;
	else if((v_cnt == V_TOTAL - 1) && (h_cnt == H_FP - 1))  
		v_active <= 1'b0;   
	else
		v_active <= v_active;
end
endmodule 
==> run.sh <==
#!/bin/bash
# OpenROAD 26Q1-2900-gdf79404cd8, Yosys 0.63+post, stock flow scripts
make -C /OpenROAD-flow-scripts/flow DESIGN_CONFIG=/design/flow/config.mk WORK_HOME=/design/flow/orfs finish
==> config.mk <==
export PLATFORM = sky130hd
export DESIGN_NAME = video_signal_generator
export DESIGN_NICKNAME = video_signal_generator
export VERILOG_FILES = /design/flow/design.v
export SDC_FILE = /design/flow/constraint.sdc
export NUM_CORES = 4
export LEC_CHECK = 1
export CORE_UTILIZATION = 50
==> constraint.sdc <==
current_design video_signal_generator

set clk_period 3.3
set clk_io_pct 0.2

create_clock -name clk0 -period $clk_period [get_ports {clk}]

set non_clock_inputs [all_inputs -no_clocks]
set_input_delay [expr $clk_period * $clk_io_pct] -clock clk0 $non_clock_inputs
set_output_delay [expr $clk_period * $clk_io_pct] -clock clk0 [all_outputs]
==> flow_metrics.tcl <==
# yosys + openroad results
set metrics [dict create \
    placement.setup.worst_slack_ns 1.481 \
    clockBufferDepth 2 \
    cpMaxStageDelayCell "sky130_fd_sc_hd__clkdlybuf4s50_1" \
    globalplace.congestion 0.8586 \
    antennaDiodeCount 0 \
    hold_buffers 0 \
    final.setup.worst_slack_ns 1.436 \
    reg2reg_setup_slack_ns 1.48 \
    asyncSetResetFlopFracSynth 1.000 \
    numSynthFlops 56 \
    leakagePower_nw 1.404 \
    totalPowerFinal_mw 1.063 \
    detailroute.via_count 1730 \
    edf_count 0 \
    max_freq_mhz 536.4 \
    hold_path_class "flip-flop to flip-flop" \
    dp.final_hpwl_mm 3.191 \
    skew_ns 0.007527 \
    clk_latency_ns 0.30 \
    totalNegativeSetupSlack_ns 0 \
    final_cell_area_um2 2859 \
    timing.critical_path.from_type "flip-flop" \
    cts_tree "built" \
    placed_area_um2 2770 \
    clkSinkCount 56 \
    largest_net_degree_at_the_start_of_global_routing 42 \
    timing.hold.ws_ns 0.4263 \
    timing.max_slew.rel_slack 0.6065 \
    required_ns 2.64 \
    timing.critical_path.cells "clkdlybuf4s50_1" \
    wl_per_cell_um 14.16 \
    drt_drc_violations_left 0 \
    clk_root_buffer_cell "sky130_fd_sc_hd__clkbuf_8" \
    placedCellCount 312 \
    gr-usage-all-layers 0.1953 \
    ratio_of_cells_with_drive_above_1_in_the_final_layout 0.06719 \
    synth.lib_cells_used.distinct 44 \
    synth-cells-yosys 236 \
    drt-initial-drc-count 133 \
    cp_slowest_stage_delay_ns 0.49 \
    cts_buffers 5 \
    design.die.area_um2 5392 \
    io-pin-count 18 \
    cts_max_level 2 \
    ant_nets 0 \
    postRouteWirelength_mm 4.531 \
    flow.area_growth_from_synthesis_pct 12.06 \
    syn_area_um2 2551 \
    min-delay-start "active_x[0]" \
    globalRouteOverflowTotal 0 \
    vdd_drop_max_v 0.0002333 \
    synth.avg_cell_area_um2 10.81 \
    rr_worst_depth 5 \
    worst_path_dominant_cell_family "buffers and inverters" \
    yosys_most_used_dff "sky130_fd_sc_hd__dfrtp_1" \
    netlist_instances 236 \
    yosys_warn_count 1 \
    max_cap_viol_count 0 \
    fp-row-count 25 \
    antenna_found_initial 0 \
    synth_seq_share 0.5493 \
    layout.area.seq_um2 1401 \
    power_density_nw_per_um2 371.8 \
    grt_pass1_vias 1566 \
    logic_area_um2 1074 \
    yosysChipArea_um2 2551 \
    register_clock_pin_slew_on_the_reported_worst_setup_and_hold_paths_ns 0.09 \
    placeableCoreArea_um2 4817 \
    worstSetupEndpointType "output port" \
    dieWidth_um 73.43 \
    stdcell_count 320 \
    worst-path-buf-inv 1 \
    fin_crit_ns 1.864 \
    reg2reg_to "v_cnt[4]" \
    final_setup_violations 0 \
    launch_instance_of_the_worst_register_to_register_path "h_cnt[0]" \
    finalHoldViolCount 0 \
    worst-setup-path-type "flip-flop to output port" \
    layout_worst_path_cycle_share 0.5649 \
    rsz0062_at_grt "no" \
    buffer_ports.inserted 17 \
    viasPerCell 5.406 \
    finalCoreUtilization 0.5935 \
    report.final.slew_viol_count 0 \
    grt_first_pass_wirelength_mm 7.707 \
    post_cts_resized 0 \
    path_max_fanout 3 \
    drt_pass1_iterations 4 \
    critical_path_arrival_ns 1.20 \
    run_status "finished, final reports clean" \
    number_of_instances_on_the_worst_hold_path 0 \
    effective_utilization_at_floorplan 0.5296 \
    end_point_of_the_worst_hold_path "prev_active_x[0]" \
    worst_slew_pin_slew_ns 0.5889 \
    cts_post_setup_buffers_inserted 0 \
    dieHeight_um 73.43 \
    nFillCells 407 \
    openroad.warnings 28 \
]
[worst max-delay path by stage]
stage	cells past startpoint	start	to
4_1_cts	1	active_x[9]	w_active_x[9]
5_1_grt	5	h_cnt[0]	v_cnt[2]
6_report	1	active_x[9]	w_active_x[9]
[kinds of logic (layout without fill, tap and decap cells)]
logic type               Yosys count  count (layout)  share of synthesized area
XOR/XNOR                          26              26                    0.08926
flip-flops                        56              56                     0.5493
multiplexers                       5               5                    0.02011
adder cells (fa/ha/maj)            4               4                    0.01962
AND/OR/NAND/NOR                   99              99                     0.2222
buffers and inverters             18              35                    0.02991
AND-OR/OR-AND                     28              28                    0.06964
[Yosys cell counts, types with 2 or more instances]
library cell	n	area [um^2]
sky130_fd_sc_hd__nand3_1	17	85.08
sky130_fd_sc_hd__and4_1	3	26.28
sky130_fd_sc_hd__dfrtp_1	56	1401
sky130_fd_sc_hd__nand4_1	11	68.82
sky130_fd_sc_hd__nor3_1	5	25.02
sky130_fd_sc_hd__xnor2_1	9	78.83
sky130_fd_sc_hd__and2_1	3	18.77
sky130_fd_sc_hd__nor2_1	19	71.32
sky130_fd_sc_hd__a21oi_1	5	25.02
sky130_fd_sc_hd__nor4_1	5	31.28
sky130_fd_sc_hd__o21ai_0	7	35.03
sky130_fd_sc_hd__buf_2	3	15.01
sky130_fd_sc_hd__and3_1	4	25.02
sky130_fd_sc_hd__o31ai_1	4	30.03
sky130_fd_sc_hd__nor3b_1	2	15.01
sky130_fd_sc_hd__a31oi_1	2	12.51
sky130_fd_sc_hd__ha_1	4	50.05
sky130_fd_sc_hd__nor2b_1	4	25.02
sky130_fd_sc_hd__a21boi_0	2	15.01
sky130_fd_sc_hd__a21o_1	2	15.01
sky130_fd_sc_hd__nand2_1	16	60.06
sky130_fd_sc_hd__inv_1	9	33.78
sky130_fd_sc_hd__mux2i_1	4	40.04
sky130_fd_sc_hd__xor2_1	17	148.9
sky130_fd_sc_hd__clkbuf_1	4	15.01
[worst register-to-register path, stage by stage (launching register included)]
cell and delay (ns):
sky130_fd_sc_hd__dfrtp_1 0.43, sky130_fd_sc_hd__ha_1 0.25, sky130_fd_sc_hd__nor4b_2 0.32, sky130_fd_sc_hd__nand3_1 0.33, sky130_fd_sc_hd__a22oi_1 0.27, sky130_fd_sc_hd__o31ai_1 0.10
[metal layers]
layer / vias to the layer above / part of all wire / global-route usage
li1: 859 / - / -
met3: 4 / 0.072 / 0.03883
met5: - / 0 / 0
met4: 0 / 0.010 / 0.02137
met2: 60 / 0.39 / 0.2521
met1: 807 / 0.52 / 0.3687
[cell type report]
| class | instances | share of cell area |
|---|---|---|
| Sequential cell | 56 | 0.4902 |
| Multi-Input combinational cell | 162 | 0.3755 |
| Timing Repair Buffer | 18 | 0.06214 |
| Tap cell | 67 | 0.02932 |
| Clock buffer | 6 | 0.02538 |
| Inverter | 9 | 0.01182 |
| Clock inverter | 2 | 0.005689 |
[cells in the final DEF (no fill, tap or decap), types with 4 or more instances in the layout]
cell type	count
sky130_fd_sc_hd__nand2_1	16
sky130_fd_sc_hd__nor2_1	19
sky130_fd_sc_hd__o31ai_1	4
sky130_fd_sc_hd__xnor2_1	9
sky130_fd_sc_hd__inv_1	8
sky130_fd_sc_hd__clkdlybuf4s50_1	17
sky130_fd_sc_hd__nor4_1	5
sky130_fd_sc_hd__clkbuf_8	5
sky130_fd_sc_hd__xor2_1	17
sky130_fd_sc_hd__ha_1	4
sky130_fd_sc_hd__o21ai_0	7
sky130_fd_sc_hd__nor2b_1	4
sky130_fd_sc_hd__and3_1	4
sky130_fd_sc_hd__dfrtp_1	56
sky130_fd_sc_hd__nand3_1	17
sky130_fd_sc_hd__nor3_1	5
sky130_fd_sc_hd__a21oi_1	5
sky130_fd_sc_hd__nand4_1	11
sky130_fd_sc_hd__mux2i_1	4
[power breakdown]
part	internal, mW	switching (mW)	total [mW]
Sequential	0.686	0	0.686
Combinational	0.00191	0.0128	0.0147
Clock	0.151	0.211	0.363
